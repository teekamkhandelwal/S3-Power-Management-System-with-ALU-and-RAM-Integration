==> /design/flow/design.v <==
module alu (
    input wire [3:0] a,         
    input wire [3:0] b,         
    input wire [1:0] opcode,    
    input wire clk,             
    input wire reset,           
    input wire s3_state,        
    output reg [3:0] result,    
    output reg [3:0] saved_a,   
    output reg [3:0] saved_b,   
    output reg [1:0] saved_opcode,  
    output reg idle,            
    output reg interrupt        
);
    reg [10:0] idle_counter;
    always @(posedge clk or posedge reset) begin
        if (reset) begin
            result <= 4'b0000;
            saved_a <= 4'b0000;
            saved_b <= 4'b0000;
            saved_opcode <= 2'b00;
            idle <= 1;
            interrupt <= 0;
            idle_counter <= 0;
        end else begin
            if (s3_state) begin
                saved_a <= a;
                saved_b <= b;
                saved_opcode <= opcode;
            end else begin
                case (opcode)
                    2'b00: result <= a + b;   
                    2'b01: result <= a - b;   
                    2'b10: result <= a & b;   
                    2'b11: result <= a | b;   
                    default: result <= 4'b0000;
                endcase
                if (a == 0 && b == 0 && opcode == 2'b00) begin
                    idle <= 1;
                    idle_counter <= idle_counter + 1;
                end else begin
                    idle <= 0;
                    idle_counter <= 0;
                end
                if (idle_counter > 10) interrupt <= 1;
                else interrupt <= 0;
            end
        end
    end
endmodule
==> /design/flow/run.sh <==
#!/bin/bash
# OpenROAD 26Q1-2900-gdf79404cd8, Yosys 0.63+post, stock flow scripts
make -C /OpenROAD-flow-scripts/flow DESIGN_CONFIG=/design/flow/config.mk WORK_HOME=/design/flow/orfs finish
==> /design/flow/config.mk <==
export PLATFORM = sky130hd
export DESIGN_NAME = alu
export DESIGN_NICKNAME = alu
export VERILOG_FILES = /design/flow/design.v
export SDC_FILE = /design/flow/constraint.sdc
export NUM_CORES = 4
export LEC_CHECK = 1
export CORE_AREA = 10 10 102 102
export DIE_AREA = 0 0 112 112
==> /design/flow/constraint.sdc <==
current_design alu

set clk_period 3.5
set clk_io_pct 0.2

create_clock -name clk0 -period $clk_period [get_ports {clk}]

set non_clock_inputs [all_inputs -no_clocks]
set_input_delay [expr $clk_period * $clk_io_pct] -clock clk0 $non_clock_inputs
set_output_delay [expr $clk_period * $clk_io_pct] -clock clk0 [all_outputs]
==> impl_metrics.env <==
# yosys + openroad results
export IMPL_status="complete, no violations"
export IMPL_layout_drive_gt1_share=0.132
export IMPL_synthCells=154
export IMPL_path_class="input pin to flop"
export IMPL_postCtsHoldBufs=0
export IMPL_fp_util=0.188
export IMPL_tool_warnings=28
export IMPL_ctsResizeCount=0
export IMPL_gr_total_overflow=0
export IMPL_cts_max_level=1
export IMPL_postLayoutCoreUtil=0.243
export IMPL_min_period_ps=2770
export IMPL_numCtsBuffers=3
export IMPL_n_fill_cell=860
export IMPL_dieHeight_um=112
export IMPL_path_cells="clkdlybuf4s50_1, nor2b_1, mux2i_1, ha_1, nor2b_1, o21a_1, a2111oi_0, nand3b_1"
export IMPL_total_power_mw=0.653
export IMPL_syn2layout_area_growth_pct=29.0
export IMPL_root_buffer="clkbuf_8"
export IMPL_finalSetupViolCount=0
export IMPL_num_rows=33
export IMPL_async_reset_ff_frac=1.00
export IMPL_grt_pass1_vias=1237
export IMPL_ys_flop_type="dfrtp_1"
export IMPL_ys_seq_frac=0.438
export IMPL_rsz0062_at_grt="no"
export IMPL_max_cap_viol_count=0
export IMPL_clock_skew_ps=0.627
export IMPL_slew_viol_final=0
export IMPL_hold_path_cell_count=2
export IMPL_postCtsSetupBuffers=0
export IMPL_tightest_slew_ps=501
export IMPL_yosys_warnings=1
export IMPL_drtPass1Iterations=4
export IMPL_grt_max_degree=28
export IMPL_ys_flops=27
export IMPL_cts_tree="built"
export IMPL_post_drt_wl_per_cell_um=12.8
export IMPL_drt_iter0_drc=24
export IMPL_port_buffers=28
export IMPL_cpPeakStageDelay_ps=580
export IMPL_wl_met3_um=274
export IMPL_drc_errors=0
export IMPL_ys_cells=154
export IMPL_hpwlAfterDp_um=2810
export IMPL_antenna_cells=0
export IMPL_fmax_ghz=0.362
export IMPL_wl_met1_um=1580
export IMPL_crit_arrival_ps=2980
export IMPL_crit_required_ps=3710
export IMPL_synth_distinct_cells=45
export IMPL_p_leak_nw=0.801
export IMPL_path_common_cell="nor2b_1"
export IMPL_ir_drop_mv=0.155
export IMPL_antenna_found_initial=0
export IMPL_ios=29
export IMPL_wl_um=3670
export IMPL_synth_area_mm2=0.00155
export IMPL_die_area_mm2=0.0125
export IMPL_worstSetupStartpointType="input pin"
export IMPL_fin_ws_ps=735
export IMPL_clock_latency_ps=270
export IMPL_final_cell_mix="28 x clkdlybuf4s50_1, 26 x dfrtp_1, 11 x nand2_1, 11 x inv_1"
export IMPL_clock_sinks=27
export IMPL_rr_endpoint="idle_counter[6]"
export IMPL_avgSynthCellArea_um2=10.0
export IMPL_synth_chip_area_mm2=0.00155
export IMPL_clk_path_buf_depth=2
export IMPL_dp_worst_setup_slack_ps=478
export IMPL_r2r_start="idle_counter[0]"
export IMPL_max_slew_margin_rel=0.663
export IMPL_grt_pass1_wl_um=6330
export IMPL_drt_antenna_violating_nets=0
export IMPL_edf_count=0
export IMPL_reg2reg_depth=5
export IMPL_end_kind="flop"
export IMPL_gp_congestion=0.801
export IMPL_holdWs_ps=478
export IMPL_holdPathEnd="idle"
export IMPL_hold_start="idle"
export IMPL_coreArea_mm2=0.00822
export IMPL_r2r_setup_slack_ps=2050
export IMPL_pwr_density_cell_mw_per_mm2=328
export IMPL_wl_met2_um=1780
export IMPL_cp_slowest_cell="clkdlybuf4s50_1"
export IMPL_critPathMaxFanout=11
export IMPL_track_usage=0.0592
export IMPL_finalHoldViolCount=0
export IMPL_via_per_inst=4.23
export IMPL_top_layer="met4"
export IMPL_clkSlewWorstSetupHoldPaths_ps=90
export IMPL_die_w_um=112
export IMPL_detailroute_via_count=1213
export IMPL_lay_top_count="clkdlybuf4s50_1"
export IMPL_fin_crit_sh=0.790
export IMPL_final_setup_tns_ps=0
export IMPL_hold_path_class="flop to flop"
## state kept, by name (all words and copies together) (netlist names)
register      count
interrupt         1
saved_opcode      2
saved_b           4
idle_counter     11
saved_a           4
result            4
idle              1
## worst max-delay path, delay by kind of cell
family,cells,cell delay (ps)
AND/OR/NAND/NOR,3,590
buffers and inverters,1,580
AND-OR/OR-AND,2,510
multiplexers,1,320
adder cells (fa/ha/maj),1,280
## final cells by class
class	instances	area (um^2)	area share
clock buffers	4	45.0	0.0226
multi-input cells	106	781	0.392
inverters	13	48.8	0.0245
repair buffers	32	310	0.156
flip-flops and latches	27	677	0.340
well taps	105	131	0.0659
## through the flow
stage          area, um^2  instances
6_report             1990        287
5_1_grt              1990        287
4_1_cts              1990        287
3_5_place_dp         1950        283
3_3_place_gp         1950        283
2_1_floorplan        1550        154
## synth_stat cells, types with 3 or more instances
cell       n  share of area
dfrtp_1   26           0.42
inv_1     11          0.027
nand2_1   11          0.027
mux2_2    10          0.073
o21ai_0   10          0.032
ha_1       8          0.065
a21oi_1    7          0.023
nor2_1     7          0.017
a31oi_1    6          0.024
nand3_1    6          0.019
clkbuf_1   5          0.012
mux2i_1    4          0.026
a41oi_1    3          0.017
and3_1     3          0.012
nor2b_1    3          0.012
## routing by layer
layer,vias up,track usage
li1,603,-
met1,581,0.0740
met2,25,0.0979
met3,4,0.0228
met4,0,0.00677
met5,-,0
## cells by family after synthesis
logic type | count (synthesis) | share of synthesized area
simple gates | 43 | 0.157
compound gates | 35 | 0.142
flops | 27 | 0.438
buf+inv | 21 | 0.0567
mux | 14 | 0.0988
fa+ha+maj | 11 | 0.0907
xor+xnor | 3 | 0.0170
## how the worst max path moves through the flow
stage     startpoint  slack, ps   endpoint
6_report   opcode[1]        730  result[3]
5_1_grt    opcode[1]        500  result[3]
4_1_cts    opcode[1]        740  result[3]
## report_power, final
part | internal, mW | leakage (nW) | switching (mW)
combinational | 0.0799 | 0.437 | 0.0531
sequential | 0.332 | 0.341 | 0.0101
clock | 0.0816 | 0.0228 | 0.0969
total | 0.493 | 0.801 | 0.160
No activity file was given, so power comes from the tool's default toggle rates.
