===== design/flow/design.v =====
module ram (
    input wire [3:0] alu_result,    
    input wire [3:0] operand_a,     
    input wire [3:0] operand_b,     
    input wire [1:0] operation,     
    input wire write_enable,        
    input wire clk,                 
    input wire reset,               
    input wire s3_state,            
    output reg [3:0] result_out,    
    output reg [3:0] operand_a_out,  
    output reg [3:0] operand_b_out,  
    output reg [1:0] operation_out  
);
    reg [3:0] memory_result;        
    reg [3:0] memory_a;             
    reg [3:0] memory_b;             
    reg [1:0] memory_opcode;        
    always @(posedge clk or posedge reset) begin
        if (reset) begin
            memory_result <= 4'b0000;
            memory_a <= 4'b0000;
            memory_b <= 4'b0000;
            memory_opcode <= 2'b00;
            result_out <= 4'b0000;
            operand_a_out <= 4'b0000;
            operand_b_out <= 4'b0000;
            operation_out <= 2'b00;
        end else if (write_enable) begin
            if (s3_state) begin
                memory_result <= alu_result;
                memory_a <= operand_a;
                memory_b <= operand_b;
                memory_opcode <= operation;
            end else begin
                result_out <= memory_result;
                operand_a_out <= memory_a;
                operand_b_out <= memory_b;
                operation_out <= memory_opcode;
            end
        end
    end
endmodule

===== design/flow/run.sh =====
#!/bin/bash
# OpenROAD 26Q1-2900-gdf79404cd8, Yosys 0.63+post, stock flow scripts
make -C /OpenROAD-flow-scripts/flow DESIGN_CONFIG=/design/flow/config.mk WORK_HOME=/design/flow/orfs finish

===== design/flow/config.mk =====
export PLATFORM = sky130hd
export DESIGN_NAME = ram
export DESIGN_NICKNAME = ram
export VERILOG_FILES = /design/flow/design.v
export SDC_FILE = /design/flow/constraint.sdc
export NUM_CORES = 4
export LEC_CHECK = 1
export CORE_AREA = 10 10 103 103
export DIE_AREA = 0 0 113 113

===== design/flow/constraint.sdc =====
current_design ram

set clk_period 1.5
set clk_io_pct 0.2

create_clock -name clk0 -period $clk_period [get_ports {clk}]

set non_clock_inputs [all_inputs -no_clocks]
set_input_delay [expr $clk_period * $clk_io_pct] -clock clk0 $non_clock_inputs
set_output_delay [expr $clk_period * $clk_io_pct] -clock clk0 [all_outputs]

==> results.sh <==
# physical design summary
export IMPL_hold_viol_final=0
export IMPL_layout_setup_ws_ps=81.2
export IMPL_layout_min_cycle_time_ps=1420
export IMPL_initial_utilization_pct=13.7
export IMPL_die_w_um=113
export IMPL_whs_ps=388
export IMPL_clock_latency_ps=260
export IMPL_routed_via_density=2.95
export IMPL_cp_num_buf_inv=1
export IMPL_crit_chain="clkdlybuf4s50_1"
export IMPL_critPathTopFamily="buffers and inverters"
export IMPL_r2r_start="memory_result[2]"
export IMPL_cap_violations=0
export IMPL_reg2regPathDepth=1
export IMPL_synthCells=61
export IMPL_comb_area_um2=410
export IMPL_design_core_area_um2=8300
export IMPL_grt_pass1_wl_mm=3.64
export IMPL_fill_cells=875
export IMPL_antenna_found_initial=0
export IMPL_skew_ps=1.34
export IMPL_finalSetupViolCount=0
export IMPL_grt_overflow=0
export IMPL_cts_max_level=1
export IMPL_rsz0062_at_grt="false"
export IMPL_relSlewSlack_pct=76.7
export IMPL_final_util_pct=20.5
export IMPL_dr_pass1_iters=2
export IMPL_crit_path_max_incr_delay_ps=490
export IMPL_criticalPathCategory="flop to output pin"
export IMPL_dieArea_um2=12800
export IMPL_wl_per_cell_um=11.2
export IMPL_required_ps=1200
export IMPL_rrSetupSlack_ps=740
export IMPL_antenna_left=0
export IMPL_cts_hold_buf=0
export IMPL_io_pins=32
export IMPL_rows=33
export IMPL_diodes=0
export IMPL_hp_class="input port to asynchronous set/reset pin"
export IMPL_slew_violations=0
export IMPL_ys_area_um2=1140
export IMPL_lay_top_cells="31 x clkdlybuf4s50_1, 28 x dfrtp_1, 20 x mux2_4"
export IMPL_grt_max_degree=29
export IMPL_min_period_over_period_pct=94.6
export IMPL_ys_seq_elements=28
export IMPL_vias=601
export IMPL_track_usage_pct=3.55
export IMPL_netlist_area_um2=1140
export IMPL_drt_wl_total_mm=2.29
export IMPL_crit_path_max_fanout=2
export IMPL_die_h_um=113
export IMPL_p_total_mw=2.04
export IMPL_cp_arrival_ps=1120
export IMPL_max_freq_mhz=705
export IMPL_postCtsSetupBuffers=0
export IMPL_drc=0
export IMPL_clock_sinks=28
export IMPL_layout_top_cell="clkdlybuf4s50_1"
export IMPL_endpoint_kind="output pin"
export IMPL_synth_cell_types=7
export IMPL_ys_warn_count=1
export IMPL_drive_gt1_share_pct=39.4
export IMPL_powerDensity_nw_per_um2=1200
export IMPL_tritoncts="built"
export IMPL_warning_count=25
export IMPL_outcome="finished, final reports clean"
export IMPL_area_delta_synth_final_pct=49.7
export IMPL_r2r_end="result_out[2]"
export IMPL_tightest_slew_ps=349
export IMPL_avgSynthCellArea_um2=18.6
export IMPL_cp_start_kind="flop"
export IMPL_port_buffers=31
export IMPL_place_ws_ps=-42.9
export IMPL_cp_slowest_cell="clkdlybuf4s50_1"
export IMPL_clkSlewWorstSetupHoldPaths_ps=90
export IMPL_seq_area_um2=701
export IMPL_ir_drop_mv=0.482
export IMPL_clockBufferDepth=2
export IMPL_grt_pass1_vias=653
export IMPL_yosysCellCount=61
export IMPL_drt_iter0_markers=5
export IMPL_gp_congestion=0.672
export IMPL_p_leak_nw=0.754
export IMPL_cts_buffers=3
export IMPL_ys_seq_share_pct=61.6
export IMPL_cts_resized=0
export IMPL_cts_root_buf="clkbuf_8"
layer usage:
metal / share of wire, % / GRT usage (%) / vias to the layer above
met4: 0 / 0.254 / 0
met5: 0 / 0 / -
li1: - / - / 289
met1: 41 / 4.09 / 291
met3: 8.9 / 1.76 / 0
met2: 50 / 6.03 / 21
cells by family (layout without fill, tap and decap cells):
group	count (synthesis)	in the layout	share of synthesized area [%]
muxes	28	28	34.3
DFF	28	28	61.6
buffers and inverters	3	41	2.31
and+or+nand+nor	2	2	1.76
through the flow:
| stage | cell area (um^2) | TNS [ps] | std cells |
|---|---|---|---|
| after floorplan | 1140 | 0 | 61 |
| after global placement | 1630 | -665 | 200 |
| after detailed placement | 1630 | -846 | 200 |
| after CTS | 1700 | 0 | 204 |
| after global routing | 1700 | 0 | 204 |
| final | 1700 | 0 | 204 |
power breakdown:
part	total, mW	switching [mW]	leakage (nW)	internal [mW]
clock	0.577	0.221	0.0357	0.357
sequential	0.983	0.0818	0.330	0.902
combinational	0.476	0.0926	0.388	0.383
cell usage after synthesis, drive strengths merged:
| library cell | n | area share, % |
|---|---|---|
| buf | 2 | 2.0 |
| dfrtp | 28 | 62 |
| inv | 1 | 0.33 |
| mux2 | 28 | 34 |
| nand2 | 1 | 0.55 |
| nand2b | 1 | 1.2 |
tightest hold or removal path, stage by stage:
cell and delay (ps):
clkdlybuf4s50_1 400, inv_1 50, buf_4 320
sequential cells by signal, summed over array words and instances (netlist names):
| name | count |
|---|---|
| memory_a | 4 |
| operand_b_out | 4 |
| memory_b | 4 |
| result_out | 4 |
| operand_a_out | 4 |
| memory_result | 4 |
| memory_opcode | 2 |
| operation_out | 2 |
area by class of cell:
class / instances / area share [%]
Sequential cell: 28 / 41.1
Multi-Input combinational cell: 30 / 24.1
Timing Repair Buffer: 36 / 22.6
Tap cell: 105 / 7.71
Clock buffer: 3 / 2.42
Clock inverter: 1 / 1.76
Inverter: 1 / 0.220
worst max path at each step:
stage	startpoint	end	slack, ps	cells past startpoint
finish	operand_a_out[0]	operand_a_out[0]	80	1
global route	operand_b_out[1]	operand_b_out[1]	10	1
CTS	operand_a_out[0]	operand_a_out[0]	50	1
No activity file was given, so power comes from the tool's default toggle rates.
